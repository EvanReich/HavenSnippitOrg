<file path="design/flow/run.sh">
#!/bin/bash
# OpenROAD 26Q1-2900-gdf79404cd8, Yosys 0.63+post, stock flow scripts
make -C /OpenROAD-flow-scripts/flow DESIGN_CONFIG=/design/flow/config.mk WORK_HOME=/design/flow/orfs finish
</file>
<file path="design/flow/config.mk">
export PLATFORM = sky130hd
export DESIGN_NAME = RWMSYNC
export DESIGN_NICKNAME = RWMSYNC
export VERILOG_FILES = /design/flow/design.v
export SDC_FILE = /design/flow/constraint.sdc
export NUM_CORES = 4
export LEC_CHECK = 1
export CORE_AREA = 10 10 77 77
export DIE_AREA = 0 0 87 87
</file>
<file path="design/flow/constraint.sdc">
current_design RWMSYNC

set clk_period 1.6
set clk_io_pct 0.2

create_clock -name clk0 -period $clk_period [get_ports {Clock}]

set non_clock_inputs [all_inputs -no_clocks]
set_input_delay [expr $clk_period * $clk_io_pct] -clock clk0 $non_clock_inputs
set_output_delay [expr $clk_period * $clk_io_pct] -clock clk0 [all_outputs]
</file>
<file path="design/flow/design.v">
module RWMSYNC (
    output reg [3:0] data_out,
    input wire [1:0] address,
    input wire WE,
    input wire [3:0] data_in,
    input wire Clock
);
reg [3:0] RW [0:3];
always @ (posedge Clock)
    if (WE)
        RW[address] = data_in;
    else
        data_out = RW[address];
endmodule
</file>
==> out/qor.yml <==
top_area_share_pct: 79.87
warnings: 25
power_frac_comb_pct: 7.8
netlist_area_um2: 752.0
synth_cell_types: 7
finClkSkew_ns: 0.0007669
syn_avg_cell_area_um2: 24.26
start_kind: "input port"
rows: 24
netSwitchingPower_mw: 0.1735
numPortBuffers: 11
fin_crit_ns: 1.424
pre_cts_ws_ns: -0.1867
layout-drive-gt1-share_pct: 29.17
io_pins: 12
vias_per_cell: 3.510
drt_iter0_markers: 17
fp-utilization_pct: 17.27
tritoncts: "built"
vias: 351
grt_pass1_wl_mm: 2.007
maxCapViolCount: 0
most_common_cell: "edfxtp_1"
p_clk_share_pct: 30.8
drc: 0
slew_violations: 0
finalHoldViolations: 0
yosys-top-cells-area: "edfxtp_1 80%, mux4_2 12%, buf_6 3.0%"
edf_count: 20
cts_sinks: 20
seqPwrFrac_pct: 61.4
hp-class: "register to register"
coreArea_um2: 4354
ys_seq_share_pct: 79.87
p_int_mw: 0.8292
cts_buffers: 3
die_height_um: 87
grt_overflow: 0
design.die.area_um2: 7569
ant_nets: 0
ys_area_um2: 752.0
setup_viol: 0
ff_type: "edfxtp_1"
finalWirelength_mm: 1.242
clkTransAtPathRegs_ns: 0.06
ctsHoldBuffers: 0
antenna_found_initial: 0
cts-root-buf: "clkbuf_8"
common_cells: "20 x edfxtp_1, 4 x mux4_2, 2 x and3b_2, 2 x buf_6"
syn_to_final_growth_pct: 30.62
cp.arrival_ns: 1.40
critical_path_class: "input port to register"
grt_usage_pct: 3.552
ys_cells: 31
num_antenna_cells: 0
clock.fmax_mhz: 702.1
die_x_um: 87
syn_inst: 31
clock_path_buffers: 2
top_area_cell: "edfxtp_1"
drt_first_pass_iters: 2
required_ns: 1.57
relSlewSlack_pct: 81.76
grt_max_degree: 12
grt_pass1_vias: 404
ir_drop_uv: 364.5
h-tree-depth: 1
power_switching_share_pct: 17.30
fin_crit_sh_pct: 89.02
leakage_nw: 0.3320
postLayoutCellArea_um2: 982.2
place.gp.congestion: 0.8279
setup_ws_ns: 0.1757
placed_cell_area_um2: 934.6
powerDensity_nw_per_um2: 1021
critical_path.max_fanout: 7
outcome: "complete, no violations"
rsz0062_at_grt: "false"
end_kind: "register"
wire_per_inst_um: 12.42
power_mw: 1.003
worst_pin_slew_ns: 0.2730
async_flop_share_pct: 0
yosys_warnings: 2
dp_hpwl_um: 982
synth_flops: 20
clk_latency_ns: 0.25
-- what timing repair did --
item | CTS | global route
endpoints found under the hold margin | 0 | 0
gates resized | 0 | 1
setup endpoints to repair | 0 | 2
buffers inserted | 0 | 0
-- registers in the layout (all words and copies together), names as in the netlist --
signal,cells
RW,16
data_out,4
-- cell families (layout without fill, tap and decap cells) --
group / count (synthesis) / after routing / synth area share (%)
buffers and inverters: 3 / 20 / 3.493
and+or+nand+nor: 4 / 4 / 4.660
DFF: 20 / 20 / 79.87
muxes: 4 / 4 / 11.98
-- layout make-up --
type                            count  area, um^2
Fill cell                         435        3372
Sequential cell                    20       600.6
Clock inverter                      1       3.754
Tap cell                           52       65.06
Multi-Input combinational cell      8       125.1
Timing Repair Buffer               15       142.6
Inverter                            1       3.754
Clock buffer                        3       41.29
-- stage by stage --
| step | cells | util, % | hold WS [ns] | TNS (ns) |
|---|---|---|---|---|
| after floorplan | 31 | - | 0.4189 | 0 |
| after global placement | 96 | 21.47 | 0.6164 | -2.261 |
| after detailed placement | 96 | 21.47 | 0.6268 | -2.062 |
| after CTS | 100 | 22.50 | 0.6426 | 0 |
| after global routing | 100 | 22.56 | 0.6610 | 0 |
| final | 100 | 22.56 | 0.6391 | 0 |
-- worst max-delay path, cell delays in order --
cell and delay (ns):
clkdlybuf4s50_1 0.44, buf_4 0.18, nor3b_1 0.28, buf_4 0.18
-- routing by layer --
layer	part of all wire, %	GRT usage (%)
met3	20	3.208
met4	0.64	0.4418
met1	34	3.747
met5	0	0
met2	45	5.330
-- cell usage in the layout (no fill, tap or decap) --
cell type	count
and3_2	1
clkinv_1	1
nor3b_1	1
clkdlybuf4s50_1	10
and3b_2	2
edfxtp_1	20
mux4_2	4
buf_4	4
inv_1	1
dlymetal6s2s_1	1
clkbuf_8	3
-- power by group through the flow --
| stage | logic (mW) | clock network [mW] | registers, mW |
|---|---|---|---|
| 5_1_grt | 0.0846 | 0.352 | 0.617 |
| 4_1_cts | 0.0790 | 0.320 | 0.616 |
| 6_report | 0.0781 | 0.309 | 0.615 |
-- final timing paths --
| path | startpoint | end | slack, ns | cells after the start |
|---|---|---|---|---|
| worst max-delay path | address[1] | RW[0][0] | 0.18 | 4 |
| worst min-delay path | RW[3][1] | data_out[1] | 0.64 | 1 |
| worst min register to register | RW[3][1] | data_out[1] | 0.64 | 1 |
| worst max register to register | RW[3][0] | data_out[0] | 0.48 | 1 |
Power and IR drop assume default switching activity.
