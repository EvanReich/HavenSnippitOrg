==> /design/flow/design.v <==
module ARR7SEG (
    output wire [6:0] F,
    input wire [2:0] ABC
);
assign F = (ABC == 3'b000) ? 7'b111_1110 :
           (ABC == 3'b001) ? 7'b011_0000 :
           (ABC == 3'b010) ? 7'b110_1101 :
           (ABC == 3'b011) ? 7'b111_1001 :
           (ABC == 3'b100) ? 7'b011_0011 :
           (ABC == 3'b101) ? 7'b101_1011 :
           (ABC == 3'b110) ? 7'b101_1111 :
           (ABC == 3'b111) ? 7'b111_0000 : 
                            7'bxxxx_xxx;
endmodule
==> /design/flow/run.sh <==
#!/bin/bash
# OpenROAD 26Q1-2900-gdf79404cd8, Yosys 0.63+post, stock flow scripts
make -C /OpenROAD-flow-scripts/flow DESIGN_CONFIG=/design/flow/config.mk WORK_HOME=/design/flow/orfs finish
==> /design/flow/config.mk <==
export PLATFORM = sky130hd
export DESIGN_NAME = ARR7SEG
export DESIGN_NICKNAME = ARR7SEG
export VERILOG_FILES = /design/flow/design.v
export SDC_FILE = /design/flow/constraint.sdc
export NUM_CORES = 4
export LEC_CHECK = 1
export CORE_AREA = 10 10 70 70
export DIE_AREA = 0 0 80 80
==> /design/flow/constraint.sdc <==
current_design ARR7SEG

set clk_period 1.4
set clk_io_pct 0.2

create_clock -name clk0 -period $clk_period

set non_clock_inputs [all_inputs -no_clocks]
set_input_delay [expr $clk_period * $clk_io_pct] -clock clk0 $non_clock_inputs
set_output_delay [expr $clk_period * $clk_io_pct] -clock clk0 [all_outputs]
==> results_slide.txt <==
Implementation Results

Timing
  • Min cycle time layout: 1370 ps
  • Worst slew margin: 89.6%
  • Final Slew Violations: 0
  • WHS: 862 ps
  • RSZ-0062 raised after global routing: yes
  • Fmax: 730 MHz
  • Period utilization: 97.8%
  • Worst Tran Pin Value: 155 ps
  • Final setup viols: 0
  • Final Hold Vio Count: 0

Floorplanning
  • Num rows: 21
  • Placeable core area: 3420 um^2
  • Initial Util: 2.93%
  • Chip area: 6400 um^2
  • Die H: 80 um
  • Die X-Extent: 80 um
  • Ports: 10

Finish
  • FF+latch area: 0 um^2
  • Layout cell share with drive strength beyond 1: 36.0%
  • # clk buffers: 0
  • Post-Route Utilization: 7.44%
  • P&R area growth vs syn: 154%
  • Final instance area: 254 um^2
  • Fill cells: 406
  • Flip-flops: 0

Global routing
  • Antenna violations before repair: 0
  • First-pass GRT wire length: 634 um
  • Gr usage total: 1.22%
  • Vias in the first global route: 118
  • GRT overflow: 0
  • Largest net degree at the start of global routing: 8

Drt
  • Final ANT Viol Nets: 0
  • Wirelength per Cell: 6.00 um
  • Drt first pass iters: 2
  • Antenna diode count: 0
  • Via Count: 119
  • Iter 0 DRT Violations: 6
  • Drt total wl: 426 um
  • DR vias/cell: 1.68
  • # DRC: 0

Placement
  • Final HPWL DP: 357 um
  • RD Place Congestion: 0.772
  • Post-Place Cell Area: 256 um^2
  • I/O Buffers: 10

Logic synthesis
  • Syn Area/Cell: 6.67 um^2
  • Unique cell types: 11
  • Synth Cell Area: 100 um^2
  • Post-synth top area cell: mux2_2
  • Yosys stat area: 100 um^2
  • Post-synthesis sequential area ratio: 0%
  • Synthesized netlist cell count: 15
  • Cells in synth_stat.txt: 15
  • Top area cell types: mux2_2, xor2_1, buf_6
  • Area fraction of the dominant cell type after synthesis: 22.5%
  • Yosys warnings: 0

Hold path
  • Hold_sp: ABC[0]
  • Worst min path class: in -> out
  • Worst Hold End: F[5]
  • Worst hold path depth: 4

Worst setup path
  • Worst Path Arrival: 1090 ps
  • Crit-path max FO: 6
  • CP Launch Type: input port
  • CP endpoint kind: output pin
  • Worst setup path class: in -> out
  • Crit path DRT: 1120 ps

Pwr
  • Combinational share of power: 100.0%
  • Sw frac: 35.5%
  • Power Total: 0.0588 mW
  • Seq pwr share: 0%
  • Internal power: 0.0379 mW
  • Switch Pwr: 0.0209 mW
  • Clock Power Share: 0%
  • P_leak: 0.0946 nW
  • VDD IR max: 0.0282 mV
  • Power per Cell Area: 232 nW/um^2

Clock network
  • # Post-CTS Setup Buffers: 0
  • Hold_buf cts: 0

Flow run
  • Max-cap violations: 0
  • Tool warnings: 33

Run status
  • Status: completed
power by group through the flow:
| stage | Clock, mW | Sequential, mW | Combinational [mW] |
|---|---|---|---|
| 4_1_cts | 0 | 0 | 0.0607 |
| 5_1_grt | 0 | 0 | 0.0674 |
| 6_report | 0 | 0 | 0.0588 |
per-layer routing:
layer,routed length [um],share of wire (%),up-vias,GRT usage (%)
met5,0,0,-,0
met4,0,0,0,0
met3,103,24,0,1.02
met2,145,34,7,1.61
met1,176,41,45,1.58
li1,-,-,67,-
cells in the final DEF, fill, tap and decap left out:
cell	count
buf_2	1
inv_2	1
dlymetal6s2s_1	1
dlygate4sd2_1	5
buf_4	2
or3_1	1
mux2_2	2
nand2_1	3
a21oi_2	1
xor2_1	2
o21a_1	1
nor2_1	1
nand2b_1	1
clkdlybuf4s50_1	1
buf_6	2
worst max-delay path by stage:
stage | start | endpoint | depth (start not counted)
CTS | ABC[1] | F[5] | 4
global route | ABC[1] | F[3] | 4
finish | ABC[1] | F[3] | 4
critical path, cell delays in order:
cell,delay (ps)
buf_4,140
xor2_1,160
mux2_2,260
dlygate4sd2_1,250
cell families (layout without fill, tap and decap cells):
| kind of cell | after synthesis | count (layout) | share of synthesized area (%) |
|---|---|---|---|
| simple gates | 6 | 6 | 27.5 |
| compound gates | 2 | 2 | 12.5 |
| xor+xnor | 2 | 2 | 17.5 |
| mux | 2 | 2 | 22.5 |
| buf+inv | 3 | 13 | 20.0 |
stage by stage:
step / setup WS [ps] / cells / setup TNS (ps)
after CTS: 3.96 / 71 / 0
after global placement: -598 / 71 / -3500
after global routing: -14.7 / 71 / -14.7
after detailed placement: -617 / 71 / -3640
after floorplan: 360 / 15 / 0
final: 30.8 / 71 / 0
cell usage after synthesis:
cell type / instances
o21a_1: 1
mux2_2: 2
inv_2: 1
buf_2: 1
nand2b_1: 1
xor2_1: 2
or3_1: 1
a21oi_1: 1
nor2_1: 1
buf_6: 1
nand2_1: 3
final cells by class:
class	count	area (um^2)	share of cell area, %
Inverter	1	3.75	1.48
Multi-Input combinational cell	12	83.8	33.0
Tap cell	46	57.6	22.7
Timing Repair Buffer	12	109	42.9
what timing repair did:
item	4_1_cts	5_1_grt
resized	21	2
pin swaps	1	0
endpoints found under the hold margin	0	0
setup endpoints to repair	7	3
No activity file was given, so power comes from the tool's default toggle rates.
