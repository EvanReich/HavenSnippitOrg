### design/flow/run.sh
#!/bin/bash
# OpenROAD 26Q1-2900-gdf79404cd8, Yosys 0.63+post, stock flow scripts
make -C /OpenROAD-flow-scripts/flow DESIGN_CONFIG=/design/flow/config.mk WORK_HOME=/design/flow/orfs finish
### design/flow/config.mk
export PLATFORM = sky130hd
export DESIGN_NAME = SHIFTREG
export DESIGN_NICKNAME = SHIFTREG
export VERILOG_FILES = /design/flow/design.v
export SDC_FILE = /design/flow/constraint.sdc
export NUM_CORES = 4
export LEC_CHECK = 1
export CORE_AREA = 10 10 100 100
export DIE_AREA = 0 0 110 110
### design/flow/constraint.sdc
current_design SHIFTREG

set clk_period 1.0
set clk_io_pct 0.2

create_clock -name clk0 -period $clk_period [get_ports {Clock}]

set non_clock_inputs [all_inputs -no_clocks]
set_input_delay [expr $clk_period * $clk_io_pct] -clock clk0 $non_clock_inputs
set_output_delay [expr $clk_period * $clk_io_pct] -clock clk0 [all_outputs]
### design/flow/design.v
module SHIFTREG (
    output reg [7:0] Dout0, Dout1, Dout2, Dout3,
    input wire Clock, Reset,
    input wire [7:0] Din
);
always @ (posedge Clock or negedge Reset)
begin: SHIFT_REGISTER
    if (!Reset)
    begin
        Dout0 <= 8'h00; 
        Dout1 <= 8'h00; 
        Dout2 <= 8'h00; 
        Dout3 <= 8'h00;
    end
    else
    begin
        Dout0 <= Din;   
        Dout1 <= Dout0;   
        Dout2 <= Dout1;   
        Dout3 <= Dout2;
    end
end
endmodule
==> metrics.yaml <==
post-route-util: 0.182
p_int_mw: 2.04
grt_pass1_vias: 587
slowest_delay_ps: 390
slowest_stage: "dfrtp_1"
finClkSkew_ps: 4.81
routed_via_density: 2.49
slew_violations: 0
cp-start-kind: "flop"
io_buffer_count: 41
comb_cells: 0
drive_gt1_frac: 0.570
crit_path_end_kind: "output port"
final_hold_viol_count: 0
logic_area_um2: 0
coreArea_um2: 7810
cts_sinks: 32
hold_buffers: 0
antennaDiodeCount: 0
p_sw_frac: 0.197
p_comb_frac: 0.070
grt-ovfl-total: 0
cts.path.max_buffers: 2
regArea_um2: 801
power_frac_seq: 0.545
chipArea_um2: 12100
netlist_area_um2: 801
die_h_um: 110
cap_violations: 0
root_buffer: "clkbuf_8"
drt_iter0_markers: 8
wirelength_um: 2220
critical_path_class: "flop to output port"
yosys_area_um2: 801
cellPowerDensity_nw_per_um2: 1790
grt_max_degree: 33
status: "finished, final reports clean"
vias: 502
rows: 32
grt_pass1_wl_um: 3240
antenna_found_initial: 0
io_pins: 42
pwr-share-clk: 0.385
cp.required_ps: 800
remaining_drc_errors: 0
place_congestion: 0.695
clkTransAtPathRegs_ps: 60
tritoncts: "yes"
relSlewSlack: 0.886
numCtsBuffers: 5
setup_viol: 0
worst_pin_slew_ps: 171
path_buffers: 1
synth-seq-cells: 32
ys_types: 1
crit_fanout: 2
ant_nets: 0
vdd_drop_max_mv: 0.774
clk_latency_ps: 270
ys_warn_count: 1
area_growth_pct: 77.8
cp_top_family: "flip-flops"
yosys_cells: 32
max_freq_ghz: 1.02
htreeDepth: 2
p_switching_uw: 502
leakagePower_nw: 0.675
synth_cells: 32
firstDrtPassIters: 2
tns_ps: 0
finalCritPeriodShare: 0.983
fill_cells: 861
grtUsageTotal: 0.0358
fp_util: 0.103
wl_per_cell_um: 11.0
path_cells: "buf_2"
cp.arrival_ps: 780
fp.dieW_um: 110
synth.avg_cell_area_um2: 25.0
power_mw: 2.55
synth_seq_share: 1.00
openroad.warnings: 27
rsz0062_at_grt: "true"
period_minus_slack_ps: 983
hp-class: "input port to asynchronous set/reset pin"
[synth_stat cells]
master,instances,area (um2)
dfrtp_1,32,801
[cells by family after synthesis]
group,Yosys count,synth area share
DFF,32,1.00
[repair_timing]
action / CTS / global route
setup buffers: 6 / 0
cloned: 0 / 0
endpoints found under the setup margin: 32 / 10
resized: 103 / 0
[metal layers]
metal | wire (um) | up-vias | global-route usage
li1 | - | 234 | -
met1 | 897 | 237 | 0.0420
met2 | 1070 | 28 | 0.0588
met3 | 214 | 3 | 0.0182
met4 | 38 | 0 | 0.00558
met5 | 0 | - | 0
[final timing paths]
check	from	to	slack, ps	depth (start not counted)
min in group clk0	Din[7]	Dout0[7]	360	1
worst min register to register	Dout2[7]	Dout3[7]	370	0
max in group asynchronous	Reset	Dout3[0]	550	2
worst max register to register	Dout0[7]	Dout1[7]	270	2
worst max-delay path	Dout1[1]	Dout1[1]	20	1
worst min-delay path	Reset	Dout0[7]	280	2
[final cells by class]
type | count | area share
Tap cell | 102 | 0.0896
Clock buffer | 8 | 0.0633
Sequential cell | 32 | 0.562
Timing Repair Buffer | 60 | 0.285
[sequential cells by signal, indices dropped and copies added (netlist names)]
signal  flops
Dout0       8
Dout1       8
Dout2       8
Dout3       8
[cells in the final DEF, fill, tap and decap left out]
cell | Yosys | layout
clkdlybuf4s50_1 | 0 | 9
buf_4 | 0 | 18
dfrtp_1 | 32 | 32
buf_12 | 0 | 1
clkbuf_8 | 0 | 6
buf_2 | 0 | 32
clkbuf_1 | 0 | 2
[power groups by stage]
stage     registers (mW)  logic [mW]  clock network [mW]
4_1_cts             1.39       0.189                1.02
5_1_grt             1.40       0.200                1.08
6_report            1.39       0.178               0.979
[per-stage QoR]
step	setup slack [ps]	cells	instance area, um2	hold slack [ps]
finish	17.1	202	1420	282
global route	-21.2	202	1420	295
CTS	-3.69	202	1420	279
detailed placement	-46.5	188	1450	359
global placement	-42.9	188	1450	358
floorplan	470	32	801	-95.6
Power is estimated from default activity; no workload was simulated.
